<file path="/design/flow/run.sh">
#!/bin/bash
# OpenROAD 26Q1-2900-gdf79404cd8, Yosys 0.63+post, stock flow scripts
make -C /OpenROAD-flow-scripts/flow DESIGN_CONFIG=/design/flow/config.mk WORK_HOME=/design/flow/orfs finish
</file>
<file path="/design/flow/config.mk">
export PLATFORM = sky130hd
export DESIGN_NAME = CC
export DESIGN_NICKNAME = CC
export VERILOG_FILES = /design/flow/design.v
export SDC_FILE = /design/flow/constraint.sdc
export NUM_CORES = 4
export LEC_CHECK = 1
export CORE_UTILIZATION = 40
</file>
<file path="/design/flow/constraint.sdc">
current_design CC

set clk_period 75.4
set clk_io_pct 0.2

create_clock -name clk0 -period $clk_period

set non_clock_inputs [all_inputs -no_clocks]
set_input_delay [expr $clk_period * $clk_io_pct] -clock clk0 $non_clock_inputs
set_output_delay [expr $clk_period * $clk_io_pct] -clock clk0 [all_outputs]
</file>
<file path="/design/flow/design.v">
package usertype;
typedef enum logic  [3:0] { No_action	= 4'd0 ,
                            Buy			= 4'd1 ,
							Sell		= 4'd2 ,
							Deposit		= 4'd4 , 
							Use_item	= 4'd6 ,
							Check 		= 4'd8 ,
							Attack      = 4'd10
							}  Action ;
typedef enum logic  [3:0] { No_Err       		= 4'd0 ,
                            Already_Have_PKM	= 4'd1 ,
							Out_of_money		= 4'd2 ,
							Bag_is_full			= 4'd4 , 
							Not_Having_PKM	    = 4'd6 ,
						    Has_Not_Grown	    = 4'd8 ,
							Not_Having_Item		= 4'd10 ,
							HP_is_Zero			= 4'd13
							}  Error_Msg ;
typedef enum logic  [3:0] { No_type			= 4'd0 ,
							Grass		 	= 4'd1 ,
							Fire	     	= 4'd2 ,
                            Water	     	= 4'd4 , 
							Electric     	= 4'd8 ,
							Normal			= 4'd5
							}  PKM_Type ;
typedef enum logic  [3:0] { No_stage		= 4'd0 ,
							Lowest		 	= 4'd1 ,
							Middle	     	= 4'd2 ,
                            Highest	     	= 4'd4  
							}  Stage ;
typedef enum logic  [3:0] { No_item			= 4'd0 ,
							Berry	       	= 4'd1 ,
							Medicine      	= 4'd2 ,
							Candy			= 4'd4 ,
                            Bracer	     	= 4'd8 ,
							Water_stone		= 4'd9 ,
							Fire_stone		= 4'd10,
							Thunder_stone	= 4'd12
							}  Item ;
typedef enum logic  [1:0] { No_stone		= 2'd0 ,
							W_stone    		= 2'd1 ,
							F_stone     	= 2'd2 ,
							T_stone			= 2'd3 
							}  Stone ;
typedef logic [7:0] Player_id;
typedef logic [3:0] Item_num;
typedef logic [13:0] Money;
typedef logic [15:0] Money_ext;
typedef logic [7:0] HP;
typedef logic [7:0] ATK;
typedef logic [7:0] EXP;
typedef struct packed {
	Item_num	berry_num;
	Item_num	medicine_num;
	Item_num	candy_num;
	Item_num	bracer_num;
	Stone		stone;
	Money		money;
} Bag_Info; 
typedef struct packed {
	Stage		stage;
	PKM_Type	pkm_type;
	HP			hp;
	ATK			atk;
	EXP			exp;
} PKM_Info; 
typedef struct packed {
	Bag_Info	bag_info;
	PKM_Info	pkm_info;
} Player_Info; 
typedef union packed{ 
	Money_ext	d_money;
	Player_id	[1:0]d_id;
    Action		[3:0]d_act;
	PKM_Type	[3:0]d_type;
	Item		[3:0]d_item;
} DATA;
endpackage
import usertype::*;  
module CC(
	in_n0,
	in_n1, 
	in_n2, 
	in_n3, 
    in_n4, 
	in_n5, 
	opt,
    equ,
	out_n
);
input [3:0]in_n0;
input [3:0]in_n1;
input [3:0]in_n2;
input [3:0]in_n3;
input [3:0]in_n4;
input [3:0]in_n5;
input [2:0] opt;
input equ;
output [9:0] out_n;
reg signed [4:0] n [0:5];
reg signed [4:0] n1 [0:5];
reg signed [4:0] n2 [0:5];
reg signed [4:0] n3 [0:5];
reg signed [4:0] temp;
reg signed [4:0] temp1;
reg signed [4:0] temp2;
reg signed [4:0] temp3;
integer  i, j;
reg signed [10:0] cal;
reg [9:0] out;
always @(*) begin
	if(opt[0]) begin
		n[0] = {in_n0[3], in_n0};
		n[1] = {in_n1[3], in_n1};
		n[2] = {in_n2[3], in_n2};
		n[3] = {in_n3[3], in_n3};
		n[4] = {in_n4[3], in_n4};
		n[5] = {in_n5[3], in_n5};
	end
	else begin
		n[0] = {1'b0, in_n0};
		n[1] = {1'b0, in_n1};
		n[2] = {1'b0, in_n2};
		n[3] = {1'b0, in_n3};
		n[4] = {1'b0, in_n4};
		n[5] = {1'b0, in_n5};
	end
	n1[0] = n[0];
	n1[1] = n[1];
	n1[2] = n[2];
	n1[3] = n[3];
	n1[4] = n[4];
	n1[5] = n[5];
	for(i = 0; i < 3; i = i + 1) begin
		for(j = 0; j < 5; j = j + 2) begin
			if(n1[j] < n1[j+1]) begin
				temp = n1[j];
				n1[j] = n1[j+1];
				n1[j+1] = temp;
			end
		end
		for(j = 1; j < 5; j = j + 2) begin
			if(n1[j] < n1[j+1]) begin
				temp = n1[j];
				n1[j] = n1[j+1];
				n1[j+1] = temp;
			end
		end
	end
	if(!opt[1]) begin
		temp1 = n1[5];
		n1[5] = n1[0];
		n1[0] = temp1;
		temp2 = n1[4];
		n1[4] = n1[1];
		n1[1] = temp2;
		temp3 = n1[3];
		n1[3] = n1[2];
		n1[2] = temp3;
	end
	n2[0] = n1[0];
	n2[1] = n1[1];
	n2[2] = n1[2];
	n2[3] = n1[3];
	n2[4] = n1[4];
	n2[5] = n1[5];
	if(opt[2]) begin
		n2[0] = n2[0];
		n2[1] = (n2[0]*2 + n2[1]) / 3;
		n2[2] = (n2[1]*2 + n2[2]) / 3;
		n2[3] = (n2[2]*2 + n2[3]) / 3;
		n2[4] = (n2[3]*2 + n2[4]) / 3;
		n2[5] = (n2[4]*2 + n2[5]) / 3;
	end
	if(!opt[2]) begin
		n2[1] = n2[1] - n2[0];
		n2[2] = n2[2] - n2[0];
		n2[3] = n2[3] - n2[0];
		n2[4] = n2[4] - n2[0];
		n2[5] = n2[5] - n2[0];
		n2[0] = 0;
	end
	if(!equ) begin
		out = ((n2[3] + n2[4]*4) * n2[5]) / 3;
	end
	else begin
		cal = (n2[5] * n2[1]) - (n2[5] * n2[0]);
		if(cal < 0)
			out = ~cal + 1;
		else
			out = cal;
	end
end
assign out_n = out;
endmodule
</file>
==> results.sh <==
# flow metrics
export IMPL_finalSetupViolCount=0
export IMPL_finalWorstSetupSlack_ns=3.11
export IMPL_setup_tns_ns=0
export IMPL_critical_path_class="input port to output port"
export IMPL_top_logic_kind="AND-OR/OR-AND gates"
export IMPL_n_fill_cell=3898
export IMPL_vias=17000
export IMPL_synth_cell_types=115
export IMPL_ios=38
export IMPL_top_cells_by_area="ha_1 13%, fa_1 11%, mux2i_1 5.8%"
export IMPL_critPathSlowestCell="xnor2_1"
export IMPL_grt_util_all_layers_pct=22.1
export IMPL_io_buffers=38
export IMPL_mux_share_pct=7.79
export IMPL_die_area_um2=42200
export IMPL_grt_pass1_wl_um=75700
export IMPL_die_x_um=205
export IMPL_xor_area_share_pct=7.85
export IMPL_yosys_area_um2=16500
export IMPL_warning_count=34
export IMPL_cap_violations=0
export IMPL_yosysTopAreaCellShare_pct=13.1
export IMPL_place_gp_congestion=0.929
export IMPL_status="completed"
export IMPL_antenna_cells=0
export IMPL_tightest_slew_ns=0.883
export IMPL_fp_util_pct=40.5
export IMPL_yosys_area_share_adder_pct=24.0
export IMPL_drt_wirelength_per_cell_um=15.7
export IMPL_place_ws_ns=-0.137
export IMPL_cp_start_kind="input port"
export IMPL_timing_final_crit_period_ns=72.29
export IMPL_first_iter_violations=1081
export IMPL_critPathMaxFanout=15
export IMPL_max_slew_margin_rel_pct=40.8
export IMPL_top_cells_by_count="254 x nor2_1, 253 x inv_1, 212 x nand2_1"
export IMPL_critPathRequiredTime_ns=60.32
export IMPL_ys_cells=2356
export IMPL_maxSlewViolCount=0
export IMPL_drt_total_wl_um=46200
export IMPL_die_y_um=205
export IMPL_simple_gate_share_pct=23.2
export IMPL_coreArea_um2=40800
export IMPL_whs_ns=31.40
export IMPL_synth_cellmix_compoundShare_pct=29.2
export IMPL_ys_seq_share_pct=0
export IMPL_cts_hold_buffers_added=0
export IMPL_grt_pass1_vias=15200
export IMPL_period_used_pct=95.9
export IMPL_arrival_ns=57.21
export IMPL_drc=0
export IMPL_area_growth_pct=13.0
export IMPL_drive_gt1_share_pct=12.9
export IMPL_flop_count=0
export IMPL_ys_warn_count=4
export IMPL_grt_max_degree=46
export IMPL_syn_avg_cell_area_um2=7.02
export IMPL_synth_top_cell_by_area="ha_1"
export IMPL_hpwlAfterDp_um=38200
export IMPL_crit_path_frequent_cell="ha_1"
export IMPL_regArea_um2=0
export IMPL_rows=74
export IMPL_vias_per_cell=5.76
export IMPL_clkbuf_count=0
export IMPL_most_common_cell="nor2_1"
export IMPL_gr_total_overflow=0
export IMPL_critPathMaxStageDelay_ns=0.61
export IMPL_synthCells=2356
export IMPL_drt_pass1_iterations=6
export IMPL_hold_path_class="input port to output port"
export IMPL_hold_viol=0
export IMPL_netlist_area_um2=16500
export IMPL_ant_nets=0
export IMPL_antenna_found_initial=0
export IMPL_combGateArea_um2=15900
export IMPL_max_freq_mhz=13.8
export IMPL_crit_path_end_kind="output port"
-- worst max-delay path, delay by kind of cell --
kind / cells / cell delay, ns
AND-OR/OR-AND: 69 / 12.09
AND/OR/NAND/NOR: 53 / 10.58
adder cells (fa/ha/maj): 32 / 9.51
buffers and inverters: 27 / 4.13
XOR/XNOR: 17 / 3.39
multiplexers: 9 / 2.36
-- path summary, 6_finish.rpt --
| path | depth (start not counted) | to | slack [ns] | start |
|---|---|---|---|---|
| min | 4 | out_n[8] | 31.40 | equ |
| max | 207 | out_n[4] | 3.11 | in_n5[1] |
-- kinds of logic after synthesis --
kind of cell | count (synthesis)
buf+inv | 337
simple gates | 801
xor+xnor | 144
fa+ha+maj | 266
compound gates | 684
mux | 124
-- layout by cell type, fill, tap and decap left out, types with 45 or more instances in the layout --
| master | instances |
|---|---|
| buf_4 | 95 |
| a21oi_1 | 146 |
| mux2i_1 | 83 |
| o21ai_0 | 107 |
| fa_1 | 87 |
| nand2_1 | 211 |
| nor2_1 | 249 |
| xnor2_1 | 90 |
| inv_1 | 252 |
| ha_1 | 165 |
| nor3_1 | 45 |
| nand3_1 | 60 |
-- cell type report --
type | count | area share, %
multi-input cells | 2020 | 85.1
repair buffers | 136 | 6.08
inverters | 260 | 5.22
well taps | 532 | 3.56
-- through the flow --
step | util, % | std cells | instance area (um^2)
after floorplan | - | 2356 | 16500
after global placement | 43.4 | 2913 | 17700
after detailed placement | 43.4 | 2913 | 17700
after CTS | 43.5 | 2913 | 17800
after global routing | 45.8 | 2948 | 18700
final | 45.8 | 2948 | 18700
-- per-layer routing --
metal / wire length (um) / GRT usage (%) / up-vias
li1: - / - / 8668
met1: 22900 / 33.3 / 7921
met2: 21100 / 36.2 / 365
met3: 1710 / 1.28 / 32
met4: 428 / 1.61 / 0
met5: 0 / 0 / -
-- timing repair --
| item | CTS | global route |
|---|---|---|
| resized | 4 | 142 |
| endpoints found under the setup margin | 8 | 10 |
| pin swaps | 0 | 23 |
| cloned | 0 | 1 |
| buffers inserted | 0 | 34 |
